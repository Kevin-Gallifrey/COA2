`design.v`:
```
`timescale 1ns / 1ps
module ALU(
    input  signed [15:0] ACC_input,      
    input  signed [15:0] BR_input,         
    input  signed [3:0] Op,                 
    input C14,                         
    input C15,                        
    output [2:0] flag,
    output signed [15:0] ACC_output,     
	output signed [15:0] MR_output,
	output signed [15:0] DR_output
    );
   wire signed[15:0] ACC_reg = C15 ?  ACC_input : $signed(0);
   wire signed[15:0] BR_reg = C14 ?  BR_input : $signed(0);
   reg signed [15:0] res=0;
   reg [2:0] flag_reg=0;         
   (*dont_touch = "true" *) reg signed [31:0] MR=0;
   reg signed [15:0] DR=0;
    parameter  ADD=4'b0001,
                SUB = 4'b0010,
                MUL = 4'b0011,
                DIV = 4'b0100,
                AND = 4'b0101,
                OR = 4'b0110,
                XOR = 4'b0111,
                NOT_BR = 4'b1000,
                SRR = 4'b1001,
                SRL = 4'b1010,
                NOT_ACC = 4'b1011;
    always @(* )
    begin
        case(Op)
            ADD:begin
                res = ACC_reg + BR_reg;
                if(ACC_reg[15]==0 && BR_reg[15]==0 && res[15]==1) flag_reg[0]=1;
                else flag_reg[0]=0;
            end
            SUB:begin
                res = ACC_reg - BR_reg;
                if(ACC_reg[15]==1 && BR_reg[15]==1 && res[15]==0) flag_reg[0]=1;
                else flag_reg[0]=0;
            end
            MUL:begin
				MR = ACC_reg * BR_reg;
                res = MR[15:0];
                if(MR) flag_reg[0]=1; 
                else flag_reg[0]=0;
            end
            DIV:begin
				DR = ACC_reg % BR_reg;
                res = ACC_reg / BR_reg;
                flag_reg[0]=0;
            end
            AND:    res = ACC_reg & BR_reg;
            OR:       res = ACC_reg | BR_reg;
            XOR:    res = ACC_reg ^ BR_reg;
            NOT_BR:     res = ~BR_reg;
            NOT_ACC:     res = ~ACC_reg;
            SRL:      res = ACC_reg<< 1;
            SRR:      res = ACC_reg>>1;
        endcase
        if(res==0) flag_reg[2]=1;
        else flag_reg[2]=0;
        if(res[15]==1) flag_reg[1]=1;
        else flag_reg[1]=0;
    end
    assign ACC_output = res;
	assign MR_output = MR[31:16];
    assign DR_output = DR;
    assign flag = flag_reg;
endmodule
```
`run.sh`:
```
#!/bin/bash
# OpenROAD 26Q1-2900-gdf79404cd8, Yosys 0.63+post, stock flow scripts
make -C /OpenROAD-flow-scripts/flow DESIGN_CONFIG=/design/flow/config.mk WORK_HOME=/design/flow/orfs finish
```
`config.mk`:
```
export PLATFORM = sky130hd
export DESIGN_NAME = ALU
export DESIGN_NICKNAME = ALU
export VERILOG_FILES = /design/flow/design.v
export SDC_FILE = /design/flow/constraint.sdc
export NUM_CORES = 4
export LEC_CHECK = 1
export CORE_UTILIZATION = 50
```
`constraint.sdc`:
```
current_design ALU

set clk_period 76.5
set clk_io_pct 0.2

create_clock -name clk0 -period $clk_period

set non_clock_inputs [all_inputs -no_clocks]
set_input_delay [expr $clk_period * $clk_io_pct] -clock clk0 $non_clock_inputs
set_output_delay [expr $clk_period * $clk_io_pct] -clock clk0 [all_outputs]
```
==> highlights.md <==
• **status** finished clean
• **largest fanout of any net on the critical path** 36
• **launching element type of the critical path** input pin
• **num rows** 77
• **required arrival time at the worst endpoint** 61,200 ps
• **commonest non-fill, non-tap cells in the layout** 365 x inv_1, 331 x nand2_1, 277 x nor2_1, 273 x ha_1, 265 x fa_1
• **Pins Over Slew Limit** 0
• **final worst setup slack** 5581 ps
• **count of cells resized by post-cts repair** 0
• **postcts setup bufs** 0
• **Worst Hold End** flag[1]
• **detailed router's first-iteration violation count** 2,053
• **count of pins on the block boundary** 89
• **endpoints failing hold** 0
• **worst hold path startpoint** Op[3]
• **RSZ-0062 raised after global routing** no
• **core utilization before placement** 50.97%
• **slew of the pin with the lowest slew margin** 923.4 ps
• **Synth Cell Area** 0.02269 mm2
• **endpoint class of the critical path** primary output
• **number of DRC violations after detailed routing** 0
• **critical path's slowest cell** a211oi_1
• **fraction of final layout cells sized beyond drive strength 1** 4.450%
• **number of register pins that no clock reaches** 49
• **Hold/Removal Path Class** input pin to primary output
• **cell count after synthesis** 2,979
• **antenna violations before repair** 4
• **number of global-route vias before repair** 21,206
• **number of optimization iterations in the first detailed-route pass** 7
• **final clock period utilization by the worst path** 92.71%
• **DIE AREA** 0.04623 mm2
• **Hold Crit Depth** 7
• **Horiz. Die Dim** 215.0 um
• **HPWL after detailed placement** 66.22 mm
• **antenna viol nets, final** 0
• **global-route total usage across every layer** 36.46%
• **number of flops mapped to enable cells by yosys** 0
• **number of cells after detailed placement** 3,603
• **drt total wl** 80.57 mm
• **delay contributed by the slowest stage of the critical path** 860 ps
• **number of warnings reported in the yosys synthesis log** 2
• **pin count of the biggest net entering global routing** 37
• **Cell Count, Final, Fillers Out** 3,603
• **startpoint-to-endpoint class of the critical path** input pin to primary output
• **count of antenna diodes in the layout** 0
• **P&R area growth vs syn** 7.191%
• **Synth cell types** 99
• **maximum operating frequency** 0.01410 GHz
• **CP dominant cell by count** ha_1
• **count of final setup violators** 0
• **Synth Flop Type** dlxtp_1
• **post-DR vias/cell** 6.229
• **Chip Height** 215.0 um
• **max-cap check violation count** 0
• **average cell area after synthesis** 7.616 um2
• **final routed wire length divided by cell count** 22.36 um
• **Final Wtd Congestion** 1.103
• **total of hold buffers inserted after clock tree synthesis** 0
• **data arrival time of the critical path** 55,620 ps
• **core outline area** 0.04451 mm2
• **buffers added on ports** 89
• **commonest non-fill, non-tap cell in the layout** inv_1
• **wire length of the first global-routing pass** 124.7 mm
• **endpoints left unconstrained** 98
• **remaining global-route overflow** 0
• **asr flop ratio synth** 0%
• **number of warnings the tools reported** 67
• **yosys stat chip area** 0.02269 mm2
• **placement-stage worst setup slack** 6813 ps
• **total negative setup slack** 0 ps
• **post-route minimum period** 70,920 ps
• **cells in synth_stat.txt** 2,979
• **normalized max-slew margin** 36.85%
• **number of filler cells placed in the layout** 4,221
• **count of vias placed by the detailed router** 22,444
• **post-synthesis register bit count** 49
## layout make-up
type                       count  area, um2  share of cell area, %
sequential                    49      735.7                  3.025
tap                          592      740.7                  3.046
timing repair buffer         149       1341                  5.515
inverter                     380       1426                  5.865
multi-input combinational   2433      20080                  82.55
## Yosys cell counts, types with 12 or more instances
cell / n / area (um2)
inv_1: 365 / 1370
nand2_1: 331 / 1242
nor2_1: 277 / 1040
ha_1: 273 / 3416
fa_1: 265 / 5305
a21oi_1: 169 / 845.8
o21ai_0: 141 / 705.7
xnor2_1: 105 / 919.6
clkbuf_1: 96 / 360.4
nand3_1: 64 / 320.3
nor3_1: 55 / 275.3
a21o_1: 50 / 375.4
xor2_1: 50 / 437.9
o21a_1: 41 / 307.8
o22ai_1: 36 / 225.2
dlxtp_1: 32 / 480.5
a31oi_1: 31 / 193.9
nand2b_1: 30 / 187.7
a211oi_1: 28 / 210.2
nor2b_1: 27 / 168.9
o211ai_1: 27 / 202.7
or3_1: 26 / 162.7
and2_1: 24 / 150.1
mux2_2: 21 / 236.5
o221ai_1: 21 / 183.9
o31ai_1: 21 / 157.7
dlxtn_1: 17 / 255.3
or2_2: 16 / 100.1
a221oi_1: 15 / 131.4
and3_1: 15 / 93.84
nor4_1: 15 / 93.84
a2111oi_0: 14 / 122.6
clkinv_1: 14 / 52.55
or4_1: 14 / 105.1
mux2i_1: 13 / 130.1
nand4_1: 12 / 75.07
## how the worst max path moves through the flow
stage	from	end	slack, ps	cells past startpoint
4_1_cts	C14	flag[2]	6660	141
5_1_grt	C14	flag[2]	2750	141
6_report	C14	flag[2]	5580	140
## per-layer routing
metal / share of wire [%] / vias up / track usage (%)
met2: 40 / 1208 / 49.34
met5: 0.067 / - / 0
met4: 2.2 / 8 / 6.194
met1: 45 / 10676 / 57.13
li1: - / 10421 / -
met3: 13 / 131 / 13.91
## critical path: cells and delay by family
family / cells / cell delay [ps]
AOI/OAI and AO/OA: 64 / 18880
and+or+nand+nor: 41 / 11200
adders and majority gates: 17 / 5310
buffers and inverters: 14 / 3610
muxes: 4 / 1290
## through the flow
step                      cell area, um2  hold slack [ps]  utilization (%)
final                              24320            32460            54.64
after global routing               24320            32500            54.64
after CTS                          24320            32410            54.64
after detailed placement           24320            32380            54.64
after global placement             24320            32420            54.64
after floorplan                    22690            31090                -
## cells by family after synthesis
kind of cell               synth area share, %
and+or+nand+nor                          19.43
AOI/OAI and AO/OA                        22.93
adders and majority gates                38.44
buffers and inverters                    8.360
xor gates and xnor gates                 5.984
latches                                  3.243
muxes                                    1.616
